`./config.mk`:
```
export PLATFORM = sky130hd
export DESIGN_NAME = counter
export DESIGN_NICKNAME = counter
export VERILOG_FILES = /design/flow/design.v
export SDC_FILE = /design/flow/constraint.sdc
export NUM_CORES = 4
export LEC_CHECK = 1
export CORE_AREA = 10 10 70 70
export DIE_AREA = 0 0 80 80
```
`./constraint.sdc`:
```
current_design counter

set clk_period 1.5
set clk_io_pct 0.2

create_clock -name clk0 -period $clk_period [get_ports {clk}]

set non_clock_inputs [all_inputs -no_clocks]
set_input_delay [expr $clk_period * $clk_io_pct] -clock clk0 $non_clock_inputs
set_output_delay [expr $clk_period * $clk_io_pct] -clock clk0 [all_outputs]
```
`./design.v`:
```
module counter #(
    WIDTH = 4    
) (
    input logic clk,
    input logic n_rst,
    output logic [WIDTH-1:0] value,
    output logic [WIDTH-1:0] mux_out,
    output logic clr     
);
logic [WIDTH-1:0] in;
assign in = value + 1;
assign mux_out = clr ? '0 : in;
always_ff @( posedge clk or negedge n_rst ) 
begin
    if (!n_rst) value <= '0;
    else value <= #1 mux_out;  
end
assign clr = (value == 4'b1101) ? 1'b1 : 1'b0;
endmodule
```
`./run.sh`:
```
#!/bin/bash
# OpenROAD 26Q1-2900-gdf79404cd8, Yosys 0.63+post, stock flow scripts
make -C /OpenROAD-flow-scripts/flow DESIGN_CONFIG=/design/flow/config.mk WORK_HOME=/design/flow/orfs finish
```
==> ci_impl_report.md <==
### Flow metrics

| Metric | Value |
|---|---|
| Vias per cell | `2.430` |
| Mapped cell area | `172.7 sq um` |
| Crit-path most repeated cell | `buf_6` |
| Post-synth seq share | `0.5797` |
| Internal Power | `0.2002 mW` |
| CTS tree | `built` |
| Hold Crit Class | `primary input to asynchronous set/reset pin` |
| Synth top cell by count | `dfrtp_1` |
| Setup ws final | `-0.02341 ns` |
| Adder share | `0` |
| Fmax | `0.6564 GHz` |
| Log Warnings | `27` |
| Synthesis-to-finish area growth | `174.6%` |
| Boundary pin count | `11` |
| Synth warn | `1` |
| Std cell rows | `21` |
| YS chip area | `172.7 sq um` |
| Setup TNS | `-0.02400 ns` |
| Critical path type | `flip-flop to output port` |
| Die ar. | `0.006400 sq mm` |
| P_sw | `0.04467 mW` |
| XORs/XNORs by Area | `0` |
| Outcome | `finished with violations` |
| Flop pwr share | `0.443` |
| Max Slew Vio Count | `0` |
| Root buffer cell | `clkbuf_4` |
| Max FFs per register | `4` |
| Slowest stage delay, CP | `0.44 ns` |
| Late-Pin Clk Latency | `0.23 ns` |
| R2R Path Start | `value[0]$_DFF_PN0_` |
| Basic Gates by Area | `0.1594` |
| # DRC | `0` |
| Synth cell count leaders | `4 x dfrtp_1, 2 x mux2_2` |
| Gr ovfl total | `0` |
| Register Area | `101.3 sq um` |
| Pin count of the biggest net entering global routing | `6` |
| Switching share of power | `0.1824` |
| Leading area contributor after synthesis | `dfrtp_1` |
| Worst vdd ir | `107.5 uV` |
| Post-placement cell count | `74` |
| Initial antenna violation count | `0` |
| Finished Cell Area | `474.2 sq um` |
| Dominant comb cell | `simple AND/OR/NAND/NOR gates` |
| Ys flops | `4` |
| Combinational Power Share | `0.017` |
| Clock Power Share | `0.540` |
| Share of post-route cells with drive strength above 1 | `0.6250` |
| Number of enable flip-flop cells | `0` |
| Non-Filler Instances | `86` |
| Total wire length | `696 microns` |
| Clk slew on worst S/H paths | `0.04 ns` |
| Diode count | `0` |
| Power, Total | `0.2449 mW` |
| Crit path depth | `3` |
| Die Width | `80 microns` |
| Area share, top type | `0.5797` |
| Core Area | `0.003416 sq mm` |
| Clock Skews | `0.001912 ns` |
| Slew headroom | `0.8782` |
| Dpl hpwl | `485.5 microns` |
| Register bank with the most flops | `value` |
| Crit share post-route | `1.016` |
| First-pass GRT wire length | `1131 microns` |
| Post-synthesis compound-gate area fraction | `0.1087` |
| Synth async-reset ratio | `1.000` |
| Top flop regs | `value (4)` |
| Slew @ Worst Pin | `0.1821 ns` |
| Failing checks | `setup timing` |
| CP delay by family, top | `flip-flops` |
| Total number of vias | `209` |
| Critical path's slowest cell | `dfrtp_2` |
| Placed cell areas | `360.3 sq um` |
| # clock sinks | `4` |
| Most used flip-flop cell | `dfrtp_1` |
| DR pass1 iterations | `1` |
| Syn_area_per_cell | `12.33 sq um` |
| Fp_density | `0.05055` |
| Critical path, cell by cell | `buf_6 > mux2_4 > buf_6` |
| Worst-case reg-to-reg path depth | `4` |
| Synth Instances | `14` |
| Top cells by area | `dfrtp_1 58%, mux2_2 13%, a22o_1 5.1%, and2b_1 4.3%, nor3b_1 4.3%` |
| CTS Buf Count | `3` |
| P_leak | `0.2192 nW` |
| Buffers & Inverters on Critical Path | `2` |
| DRT iter0 DRCs | `0` |
| DP Worst Slack | `-0.1207 ns` |
| Clk buf depth | `2` |
| Setup-failing EPs final | `2` |
| Die height | `80 microns` |
| Combinational Area | `81.33 sq um` |
| Crit path max fanout | `5` |
| Tot GR Track Use | `0.02319` |
| Worst setup EP type | `output port` |
| Wire per inst | `8.093 microns` |
| Final Hold Viols | `0` |
| Power density cells | `516.4 mW/mm^2` |
| RSZ-0062 raised after global routing | `yes` |
| Max H-tree Level | `1` |
| Distinct lib cells | `10` |
| Crit path launch | `value[0]$_DFF_PN0_` |
| Vias in the first global route | `233` |
| Max-cap violations | `0` |
| Arr. time, crit path | `1.22 ns` |
| Critical Path Source Type | `flip-flop` |
| Mux share | `0.1304` |
| IO buf count | `10` |
| Final ANT Viol Nets | `0` |
| Crit path time final | `1.523 ns` |
| Fill count | `395` |
| Final GP Congestion | `0.7304` |
| Ys cells | `14` |
| Worst path required time | `1.20 ns` |
power groups by stage:
stage	combinational, mW	clock (mW)	sequential [mW]
4_1_cts	0.00435	0.140	0.108
5_1_grt	0.00477	0.154	0.108
6_report	0.00423	0.132	0.108
repair_timing:
item,CTS,global route
setup endpoints to repair,8,5
buffers inserted,9,0
hold buffers,0,0
pin swaps,1,1
resized,23,8
per-layer routing:
| metal | up-vias | share of wire | GRT usage |
|---|---|---|---|
| li1 | 105 | - | - |
| met5 | - | 0 | 0 |
| met4 | 0 | 0.0057 | 0.005282 |
| met2 | 13 | 0.29 | 0.02488 |
| met3 | 2 | 0.29 | 0.03523 |
| met1 | 89 | 0.41 | 0.02336 |
kinds of logic after synthesis:
logic type | count (synthesis)
AOI/OAI and AO/OA | 3
buffers and inverters | 1
DFF | 4
muxes | 2
and+or+nand+nor | 4
worst register-to-register path, stage by stage, from the launching register on:
cell and delay, ns:
dfrtp_2 0.42, buf_6 0.12, o21ai_1 0.05, a22o_1 0.22, buf_4 0.13
stage by stage:
| step | util | hold WS [ns] |
|---|---|---|
| after global placement | 0.1055 | 0.5069 |
| after floorplan | - | 0.004409 |
| after global routing | 0.1388 | 0.2695 |
| final | 0.1388 | 0.2692 |
| after CTS | 0.1385 | 0.2646 |
| after detailed placement | 0.1055 | 0.5157 |
final timing paths:
path | endpoint | slack, ns
max in group asynchronous | value[0]$_DFF_PN0_ | 1.05
worst max register to register | value[2]$_DFF_PN0_ | 0.46
worst min register to register | value[0]$_DFF_PN0_ | 0.62
worst max-delay path | mux_out[1] | -0.02
worst min-delay path | value[3]$_DFF_PN0_ | 0.27
min in group clk0 | value[0]$_DFF_PN0_ | 0.62
area by class of cell:
class | instances | share of cell area
clock buffers | 3 | 0.04749
inverters | 1 | 0.007916
multi-input cells | 9 | 0.1715
flip-flops and latches | 4 | 0.2137
well taps | 46 | 0.1214
repair buffers | 23 | 0.4380
cells in the final DEF (no fill, tap or decap), drive strengths merged:
cell and instances:
a21oi 1, o21ai 1, buf 14, inv 1
clkbuf 6, nor3b 1, mux2 2, dfrtp 4
nand2 1, clkdlybuf4s50 1, a22o 1, dlymetal6s2s 1
and2b 1, dlygate4sd2 4, nor2b 1
No activity file was given, so power comes from the tool's default toggle rates.
